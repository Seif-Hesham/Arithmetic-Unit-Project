===== run.sh =====
#!/bin/bash
# OpenROAD 26Q1-2900-gdf79404cd8, Yosys 0.63+post, stock flow scripts
make -C /OpenROAD-flow-scripts/flow DESIGN_CONFIG=/design/flow/config.mk WORK_HOME=/design/flow/orfs finish

===== config.mk =====
export PLATFORM = sky130hd
export DESIGN_NAME = arithmeticUnit
export DESIGN_NICKNAME = arithmeticUnit
export VERILOG_FILES = /design/flow/design.v
export SDC_FILE = /design/flow/constraint.sdc
export NUM_CORES = 4
export LEC_CHECK = 1
export CORE_UTILIZATION = 40
export SYNTH_HDL_FRONTEND = slang

===== constraint.sdc =====
current_design arithmeticUnit

set clk_period 20.1
set clk_io_pct 0.2

create_clock -name clk0 -period $clk_period [get_ports {KEY}]

set non_clock_inputs [all_inputs -no_clocks]
set_input_delay [expr $clk_period * $clk_io_pct] -clock clk0 $non_clock_inputs
set_output_delay [expr $clk_period * $clk_io_pct] -clock clk0 [all_outputs]

===== design.v =====
module arithmeticUnit (SW, HEX0, HEX1, HEX2, HEX3, HEX4, HEX5, LEDR, KEY);
	input [9:0] SW;
	input [3:0] KEY;
	output reg [6:0] HEX0, HEX1, HEX2, HEX3, HEX4, HEX5;
	output reg [9:0] LEDR;
	reg Clk;
	wire [1:0] in, operator;
	wire sign;
	assign in = SW[1:0];
	assign sign = SW[2];
	assign operator = SW[5:4];
	reg [8:0]intermediate_output;
	reg[7:0] divide_check;
	reg [1:0]curr_input, curr_op;  
	reg curr_sign;
	wire cout;
	reg [11:0] bcd;
	function [1:0] FullAdder;
    input a, b, cin;
    begin
		FullAdder[0] = a ^ b ^ cin;
		FullAdder[1] = (a & b) | (cin & (a ^ b));
		end
	endfunction
	function [7:0] Add;
		input [7:0] in1, in2;
		input cin;
		integer i;
		reg carry;
		reg [7:0] sum;
		begin
			carry = cin;
			for (i = 0; i < 8; i = i + 1) begin
            {carry, sum[i]} = FullAdder(in1[i], in2[i], carry);
        	end
		  Add = sum;
		end
	endfunction
	function [1:0] FullSubtractor;
    input a, b, bin;
    begin
        FullSubtractor[0] = a ^ b ^ bin;  
        FullSubtractor[1] = (~a & (b | bin)) | (b & bin);  
    end
	endfunction
	function [7:0] Subtract;
    input [7:0] in1, in2;
    input bin;
    integer i;
    reg borrow;
    reg [7:0] difference;
    begin
        borrow = bin;
        for (i = 0; i < 8; i = i + 1) begin
            {borrow, difference[i]} = FullSubtractor(in1[i], in2[i], borrow);
        end
        Subtract = difference;
    end
	endfunction
	function [8:0] AddWithSigns;
		input [8:0]	in1, in2;
		input cin;
		reg [8:0] sum;
		if ((in1[8] && in2[8]) || (!in1[8] && !in2[8])) begin
			sum[7:0] = Add(in1[7:0], in2[7:0], cin);
			sum[8] = in1[8];
		end else if (intermediate_output[7:0] > curr_input) begin  
			sum[7:0] = Subtract(in1[7:0], in2[7:0], 1'b0);
			sum[8] = in1[8];
		end else begin
			sum[8:0] = {~in1[8] ,Subtract(in2[7:0], in1[7:0],1'b0)};
		end
		AddWithSigns = sum;
	endfunction
	function [8:0] SubtractWithSigns;
		input [8:0]	in1, in2;
		input bin;
		reg [8:0] diff;
		if ((in1[8] && !in2[8]) || (!in1[8] && in2[8])) begin
			diff[7:0] = Add(in1[7:0], in2[7:0], 1'b0);
			diff[8] = in1[8];
		end else begin
			if (in1[7:0] > in2[7:0]) begin
				diff[7:0] = Subtract(in1[7:0], in2[7:0], 1'b0);
				diff[8] = in1[8];
			end else begin
				diff = {~in1[8] ,Subtract(in2[7:0], in1[7:0], 1'b0)};
			end
		end
		SubtractWithSigns = diff;
	endfunction
	function [2:0] Subtract3;
    input [2:0] in1, in2;
    input bin;
    integer i;
    reg borrow;
    reg [2:0] difference;
    begin
        borrow = bin;
        for (i = 0; i < 3; i = i + 1) begin
            {borrow, difference[i]} = FullSubtractor(in1[i], in2[i], borrow);
        end
        Subtract3 = difference;
    end
	endfunction
	function [7:0] Multiply;
		input [7:0] in1;
		input [7:0] in2;
		reg [7:0] add1, add2, add3, add4, add5, add6, add7, add8, out1, out2, out3, out4, out5, out6;
		begin
			add1 = {in2[0] & in1[7], in2[0] & in1[6], in2[0] & in1[5], in2[0] & in1[4], in2[0] & in1[3], in2[0] & in1[2], in2[0] & in1[1], in2[0] & in1[0]};
			add2 = {in2[1] & in1[6], in2[1] & in1[5], in2[1] & in1[4], in2[1] & in1[3], in2[1] & in1[2], in2[1] & in1[1], in2[1] & in1[0], 1'b0};
			add3 = {in2[2] & in1[5], in2[2] & in1[4], in2[2] & in1[3], in2[2] & in1[2], in2[2] & in1[1], in2[2] & in1[0], 2'b00};
			add4 = {in2[3] & in1[4], in2[3] & in1[3], in2[3] & in1[2], in2[3] & in1[1], in2[3] & in1[0], 3'b000};
			add5 = {in2[4] & in1[3], in2[4] & in1[2], in2[4] & in1[1], in2[4] & in1[0], 4'b0000};
			add6 = {in2[5] & in1[2], in2[5] & in1[1], in2[5] & in1[0], 5'b00000};
			add7 = {in2[6] & in1[1], in2[6] & in1[0], 6'b000000};
			add8 = {in2[7] & in1[0], 7'b0000000};
			out1 = Add(add1, add2, 1'b0);
			out2 = Add(out1, add3, 1'b0);
			out3 = Add(out2, add4, 1'b0);
			out4 = Add(out3, add5, 1'b0);
			out5 = Add(out4, add6, 1'b0);
			out6 = Add(out5, add7, 1'b0);
			Multiply = Add(out6, add8, 1'b0);
		end
	endfunction
	function [7:0] Divide;
		input [7:0] dividend;
		input [7:0] divisor;
		reg [7:0] divided;
		reg [7:0] quotient;
		reg append_out;
		integer i, j;
		begin
			quotient = 8'b00000000;
			divided = 8'b00000000;
			if (divisor == 8'b00000000) begin
				quotient = 8'b11111111;
			end else begin
				for (i = 7; i >= 0; i = i - 1) begin
                divided = {divided[6:0], dividend[i]};
                if (divided >=divisor) begin
                    quotient = {quotient[6:0], 1'b1};
                    divided = Subtract(divided, divisor, 1'b0);
                end else begin
                    quotient = {quotient[6:0], 1'b0};
                end
            end
			end
			Divide = quotient;
		end
	endfunction
	function [11:0] Shift_Add_3;
		 input [7:0] in;  
		 reg [11:0] temp_out;  
		 reg [7:0] shift;      
		 reg [3:0] units_out, tens_out, hundreds_out;
		 reg cunit, cten, chun;
		 integer i;
		 begin
			  temp_out = 12'b000000000000;  
			  shift = in;                   
			  for (i = 0; i < 7; i = i + 1) begin
					temp_out = {temp_out[10:0], shift[7]};
					shift = {shift[6:0], 1'b0};  
					if (temp_out[3] || (temp_out[2] && (temp_out[1] || temp_out[0]))) begin
						 {cunit, units_out} = Add(temp_out[3:0], 4'b0011, 1'b0);  
						 temp_out[3:0] = units_out;
					end
					if (temp_out[7] || (temp_out[6] && (temp_out[5] || temp_out[4]))) begin
						 {cten, tens_out} = Add(temp_out[7:4], 4'b0011, 1'b0);  
						 temp_out[7:4] = tens_out;
					end
					if (temp_out[11] || (temp_out[10] && (temp_out[9] || temp_out[8]))) begin
						 {chun, hundreds_out} = Add(temp_out[11:8], 4'b0011, 1'b0);  
						 temp_out[11:8] = hundreds_out;
					end
			  end
				temp_out = {temp_out[10:0], shift[7]};
				shift = {shift[6:0], 1'b0};
			   Shift_Add_3 = temp_out;
		 end
	endfunction
	function [6:0] bcd_to_hex;
		  input [3:0] bcd;
		  begin
				case (bcd)
					 4'b0000: bcd_to_hex = 7'b1000000;
					 4'b0001: bcd_to_hex = 7'b1111001;
					 4'b0010: bcd_to_hex = 7'b0100100;
					 4'b0011: bcd_to_hex = 7'b0110000;
					 4'b0100: bcd_to_hex = 7'b0011001;
					 4'b0101: bcd_to_hex = 7'b0010010;
					 4'b0110: bcd_to_hex = 7'b0000010;
					 4'b0111: bcd_to_hex = 7'b0111000;
					 4'b1000: bcd_to_hex = 7'b0000000;
					 4'b1001: bcd_to_hex = 7'b0010000;
					 default: bcd_to_hex = 7'b1111111;
				endcase
		  end
	endfunction
	reg [7:0] step, operations;
	reg [8:0] intermediate_output1, intermediate_output2;
	reg [3:0] intermediate_output1_start_idx, intermediate_output1_end_idx, intermediate_output2_start_idx, intermediate_output2_end_idx;
	reg start, err;
	reg [39:0] inputs;
	reg [4:0] input_signs;
	integer iterator;
	initial begin
		inputs = 40'b0000000000000000000000000000000000000000;
		operations = 8'b00000000;
		input_signs = 5'b00000;
		step = 8'b00000001;
		start = 0;
		err = 0;
		intermediate_output = 9'b100000000;
		HEX0 = bcd_to_hex(4'b0000);
		HEX1 = bcd_to_hex(4'b1111);
		HEX2 = bcd_to_hex(4'b1111);
		HEX3 = bcd_to_hex(4'b0000);
		HEX4 = bcd_to_hex(4'b0000);
		HEX5 = bcd_to_hex(4'b0000);
	end
	always@(posedge KEY[0]) begin
		if ((step[0] && step[2]) || err) begin
			inputs = 40'b0000000000000000000000000000000000000000;
			operations = 8'b00000000;
			input_signs = 5'b00000;
			start = 0;
			err = 0;
			step = 8'b00000001;
			intermediate_output = 9'b10000000;
			HEX0 = bcd_to_hex(4'b0000);
			HEX1 = bcd_to_hex(4'b1111);
			HEX2 = bcd_to_hex(4'b1111);
			HEX3 = bcd_to_hex(4'b0000);
			HEX4 = bcd_to_hex(4'b0000);
			HEX5 = bcd_to_hex(4'b0000);
			LEDR[0] = 0;
			LEDR[1] = 0;
			LEDR[2] = 0;
			end else if (step[0] && step[2])begin
			intermediate_output1 = 9'b100000000;
			intermediate_output2 = 9'b100000000;
			intermediate_output1_start_idx = 3'b111;
			intermediate_output2_start_idx = 3'b000;
			intermediate_output1_end_idx = 3'b111;
			if (operations[7:6] == 2'b11 || operations[7:6] == 2'b10) begin
				intermediate_output1[8] = ~(input_signs[3] ^ input_signs[4]);
				case (operations[7:6])
					2'b10: intermediate_output1[7:0] = Multiply(inputs[39:32], inputs[31:24]);
					2'b11: intermediate_output1[7:0] = Divide(inputs[39:32], inputs[31:24]);
				endcase
				intermediate_output1_start_idx = 3'b101;
				intermediate_output1_end_idx = 3'b011;
			end
			if (operations[5:4] == 2'b11 || operations[5:4] == 2'b10) begin
				if (intermediate_output1_start_idx == 3'b101) begin
					intermediate_output1[8] = ~(intermediate_output1[8] ^ input_signs[2]);
					case (operations[5:4])
						2'b10: intermediate_output1[7:0] = Multiply(intermediate_output1[7:0], inputs[23:16]);
						2'b11: intermediate_output1[7:0] = Divide(intermediate_output1[7:0], inputs[23:16]);
					endcase
					intermediate_output1_end_idx =3'b010;
				end else begin
					intermediate_output1[8] = ~(input_signs[3] ^ input_signs[2]);
					case (operations[5:4])
						2'b10: intermediate_output1[7:0] = Multiply(inputs[31:24] ,inputs[23:16]);
						2'b11: intermediate_output1[7:0] = Divide(inputs[31:24] ,inputs[23:16]);
					endcase
					intermediate_output1_start_idx = 3'b100;
					intermediate_output1_end_idx = 3'b010;
				end
			end
			if (operations[1:0] == 2'b10 || operations[1:0] == 2'b11) begin
				intermediate_output2[8] =  ~(input_signs[0] ^ input_signs[1]);
				case (operations[1:0])
					2'b10: intermediate_output2[7:0] = Multiply(inputs[15:8], inputs[7:0]);
					2'b11: intermediate_output2[7:0] = Divide(inputs[15:8], inputs[7:0]);
				endcase
				intermediate_output2_start_idx = 3'b010;
				intermediate_output2_end_idx = 3'b000;
			end
			if (operations[3:2] == 2'b10 || operations[3:2] == 2'b11) begin
				if (intermediate_output1_end_idx == 3'b010 && intermediate_output2_start_idx == 3'b010) begin
					intermediate_output1[8] = ~(intermediate_output1[8] ^ intermediate_output2[8]);
					case (operations[3:2])
						2'b10: intermediate_output1[7:0] = Multiply(intermediate_output1[7:0], intermediate_output2[7:0]);
						2'b11: intermediate_output1[7:0] = Divide(intermediate_output1[7:0], intermediate_output2[7:0]);
					endcase
					intermediate_output1_end_idx = intermediate_output2_end_idx;
				end else if (intermediate_output1_end_idx == 3'b010) begin
					intermediate_output1[8] = ~(intermediate_output1[8] ^ input_signs[1]);
					case (operations[3:2])
						2'b10: intermediate_output1[7:0] = Multiply(intermediate_output1[7:0], inputs[15:8]);
						2'b11: intermediate_output1[7:0] = Divide(intermediate_output1[7:0], inputs[15:8]);
					endcase
					intermediate_output1_end_idx = 3'b001;
				end else if (intermediate_output2_start_idx == 3'b010) begin
					intermediate_output2[8] = ~(intermediate_output2[8] ^ input_signs[2]);
					case (operations[3:2])
						2'b10: intermediate_output2[7:0] = Multiply(inputs[23:16], intermediate_output2[7:0]);
						2'b11: intermediate_output2[7:0] = Divide(inputs[23:16], intermediate_output2[7:0]);
					endcase
					intermediate_output2_start_idx = 3'b011;
				end else begin
					intermediate_output2[8] = ~(inputs[23:16] ^ inputs[15:8]);
					case (operations[3:2])
						2'b10: intermediate_output2[7:0] = Multiply(inputs[23:16], inputs[15:8]);
						2'b11: intermediate_output2[7:0] = Divide(inputs[23:16], inputs[15:8]);
					endcase
					intermediate_output2_start_idx = 3'b011;
					intermediate_output2_end_idx = 3'b001;
				end
			end
			if (intermediate_output1_start_idx == 3'b101) begin
				intermediate_output = intermediate_output1;
			end else begin
				intermediate_output = inputs[39:32];
			end
			if (operations[7:6] == 2'b00 || operations[7:6] == 2'b01) begin
				if (intermediate_output1_start_idx == 3'b100) begin
					case (operations[7:6])
						2'b00: intermediate_output = AddWithSigns(intermediate_output, intermediate_output1, 1'b0);
						2'b01: intermediate_output = SubtractWithSigns(intermediate_output, intermediate_output1, 1'b0);
					endcase
				end else begin
					case (operations[7:6])
						2'b00: intermediate_output = AddWithSigns(intermediate_output, {input_signs[3],inputs[31:24]}, 1'b0);
						2'b01: intermediate_output = SubtractWithSigns(intermediate_output, {input_signs[3], inputs[31:24]}, 1'b0);
					endcase
				end
			end
			if (operations[5:4] == 2'b00 || operations[5:4] == 2'b01) begin
				if (intermediate_output2_start_idx == 3'b011) begin
					case (operations[5:4])
						2'b00: intermediate_output = AddWithSigns(intermediate_output, intermediate_output2, 1'b0);
						2'b01: intermediate_output = SubtractWithSigns(intermediate_output, intermediate_output2, 1'b0);
					endcase
				end else begin
					case (operations[5:4])
						2'b00: intermediate_output = AddWithSigns(intermediate_output, {input_signs[2], inputs[23:16]}, 1'b0);
						2'b01: intermediate_output = SubtractWithSigns(intermediate_output, {input_signs[2], inputs[23:16]}, 1'b0);
					endcase
				end
			end
			if (operations[3:2] == 2'b00 || operations[3:2] == 2'b01) begin
				if (intermediate_output2_start_idx == 3'b010) begin
					case (operations[3:2])
						2'b00: intermediate_output = AddWithSigns(intermediate_output, intermediate_output2, 1'b0);
						2'b01: intermediate_output = SubtractWithSigns(intermediate_output, intermediate_output2, 1'b0);
					endcase
				end else begin
					case (operations[3:2])
						2'b00: intermediate_output = AddWithSigns(intermediate_output, {input_signs[1], inputs[15:8]}, 1'b0);
						2'b01: intermediate_output = SubtractWithSigns(intermediate_output, {input_signs[1], inputs[15:8]}, 1'b0);
					endcase
				end
			end
			if (operations[1:0] == 2'b00 || operations[1:0] == 2'b01) begin
				case (operations[1:0])
					2'b00: intermediate_output = AddWithSigns(intermediate_output, {input_signs[0], inputs[7:0]}, 1'b0);
					2'b01: intermediate_output = SubtractWithSigns(intermediate_output, {input_signs[0], inputs[7:0]}, 1'b0);
				endcase
			end
			bcd = Shift_Add_3(intermediate_output[7:0]);
			HEX5 = bcd_to_hex(bcd[11:8]);
			HEX4 = bcd_to_hex(bcd[7:4]);
			HEX3 = bcd_to_hex(bcd[3:0]);
			if (!intermediate_output[7:0]) begin
				intermediate_output[8] = 1;
				LEDR[2] = 1;
			end else begin
				LEDR[2] = 0;
			end
			LEDR[1] = ~intermediate_output[8];
			if (err) begin
				HEX5 = 7'b0000110;
				HEX4 = 7'b1110111;
				HEX3 = 7'b1110111;
			end
			step = Add(step, 8'b00000001, 1'b0);
		end else if (!start) begin  
			curr_sign = sign;
			curr_input = in;
			intermediate_output = {curr_sign, 6'b000000, curr_input};
			input_signs = {input_signs[3:0], curr_sign};
			inputs = {inputs[39:8], {6'b000000,curr_input}};
			LEDR[1] = ~curr_sign;
			HEX0 = bcd_to_hex({2'b00, curr_input});
			HEX3 = bcd_to_hex({2'b00, curr_input});
			if (!curr_sign) begin
				HEX1 = 7'b0111111;
			end else begin
				HEX1 = 7'b1111111;
			end
			start = 1;
		end else begin
			step = Add(step, 8'b00000001, 1'b0);
			curr_op = operator;
			curr_input = in;
			curr_sign = sign;
			input_signs = {input_signs[3:0], curr_sign};
			inputs = {inputs[39:8], {6'b000000,curr_input}};
			operations = {operations[5:0], curr_op};
			if (!curr_sign) begin
				HEX1 = 7'b0111111;
			end else begin
				HEX1 = 7'b1111111;
			end
			HEX0 = bcd_to_hex(curr_input);
			if (curr_op == 2'b00) begin  
				intermediate_output = AddWithSigns(intermediate_output, {curr_sign, 6'b000000, curr_input}, 1'b0);
			end else if (curr_op == 2'b01) begin  
				intermediate_output = SubtractWithSigns(intermediate_output, {curr_sign, 6'b000000, curr_input}, 1'b0);
			end else if (curr_op == 2'b10) begin
				intermediate_output[8] = ~(intermediate_output[8] ^ curr_sign);
				intermediate_output[7:0] = Multiply(intermediate_output[7:0], {6'b000000, curr_input});
			end else if (curr_op == 2'b11) begin
				intermediate_output[8] = ~(intermediate_output[8] ^ curr_sign);
				divide_check = Divide(intermediate_output[7:0], {6'b000000 ,curr_input});
				intermediate_output[7:0] = divide_check;
				if (divide_check == 8'b11111111) begin
					intermediate_output = 8'b100000000;
					err = 1;
					LEDR[0] = 1;
				end
			end
			bcd = Shift_Add_3(intermediate_output[7:0]);
			HEX5 = bcd_to_hex(bcd[11:8]);
			HEX4 = bcd_to_hex(bcd[7:4]);
			HEX3 = bcd_to_hex(bcd[3:0]);
			if (!intermediate_output[7:0]) begin
				intermediate_output[8] = 1;
				LEDR[2] = 1;
			end else begin
				LEDR[2] = 0;
			end
			LEDR[1] = ~intermediate_output[8];
			if (err) begin
				HEX5 = 7'b0000110;
				HEX4 = 7'b0101111;
				HEX3 = 7'b0101111;
			end
		end
	end
endmodule

==> GITHUB_STEP_SUMMARY <==
### Flow metrics

| Metric | Value |
|---|---|
| Vias in the first global route | `4110` |
| Initial antenna violation count | `0` |
| Number of antenna-violating nets in the routed design | `0` |
| Distinct lib cells used | `63` |
| Setup TNS | `0 ps` |
| Final period utilization | `0.934` |
| PortBufs | `36` |
| DPL Wire Length | `9080 µm` |
| Slew margin rel. | `0.376` |
| Yosys warnings | `7` |
| Fmax | `0.0533 GHz` |
| Final setup viols | `0` |
| Met3 wire len | `408 µm` |
| R2R cell count | `76` |
| Area reported by Yosys stat | `5160 µm²` |
| R2R Setup Slk | `4990 ps` |
| WP depth | `76` |
| Min-delay src | `HEX4[2]$_SDFFE_PP0P_` |
| Ys flop type | `dfxtp_1` |
| Chip area | `13400 µm²` |
| Routability Congestion | `0.889` |
| Wl on met1 | `5540 µm` |
| CP bufs+invs | `18` |
| Crit path top cell by count | `ha_1` |
| DRT Wirelength | `11600 µm` |
| Ys flops | `43` |
| Critical path's largest stage delay | `500 ps` |
| RSZ-0062 raised after global routing | `false` |
| Max-cap viol count | `0` |
| # DRC | `0` |
| Fin. Hold Viols | `0` |
| Mapped Avg Cell Area | `7.90 µm²` |
| Via density | `5.08` |
| Layout area overhead | `14.1%` |
| Mapped Cells | `653` |
| Htree depth | `2` |
| Setup Crit Path Kind | `primary input to flop` |
| Syn Std Cell Area | `5160 µm²` |
| Hold EP | `HEX4[2]$_SDFFE_PP0P_` |
| First-pass DRT Iterations | `5` |
| Yosys cell count | `653` |
| WL per Instance | `13.5 µm` |
| Worst-Margin Slew | `928 ps` |
| Gr usage total | `0.187` |
| TritonCTS clock tree | `done` |
| Top Ports | `66` |
| Top cells excl fill/tap | `ha_1 (97), inv_1 (70), nor2_1 (64)` |
| Number of enable flip-flop cells | `0` |
| Fillers | `1233` |
| Post-Route Skew | `0.348 ps` |
| Floorplan utilization | `0.409` |
| Period minus WS final | `18770 ps` |
| Reg-to-Reg End | `HEX4[0]$_SDFFE_PP0P_` |
| Critical Path RT | `20230 ps` |
| CTS Hold Bufs | `0` |
| Row cnt | `41` |
| Clk buf depth | `2` |
| Hold WC Path Type | `flop to flop` |
| CTS sink cnt | `43` |
| Critical path startpoint category | `primary input` |
| Largest net degree at the start of global routing | `28` |
| Crit path max-delay family | `adder cells` |
| Tool warnings | `98` |
| First-pass GRT wire length | `19700 µm` |
| Worst path slowest cell | `clkdlybuf4s50_1` |
| GRT Residual Overflow | `0` |
| Vias | `4366` |
| Worst EP arrival | `18910 ps` |
| Clock Latency Late Sink | `250 ps` |
| Total CTS buffers | `5` |
| Die W | `116 µm` |
| Initial DRC Count | `204` |
| Hold WS | `474 ps` |
| Clock-pin slew on the worst setup and hold paths | `50 ps` |
| Ant. Diodes | `0` |
| Setup crit end kind | `flop` |
| Post-synth ARST share | `0` |
| Core box area | `12600 µm²` |
| Commonest Layout Cell | `ha_1` |
| Critical-path maximum fanout | `11` |
| Top sig layer | `met4` |
| Share of cells above drive strength 1 | `0.0610` |
| FF-to-FF Start | `intermediate_output[7]$_SDFF_PP1_` |
| Die H | `116 µm` |
| Hold depth | `2` |
| Final Max Slew Viols | `0` |
| Root buffer cell | `clkbuf_16` |
| Synth Seq Share | `0.167` |
| Wire length on met2 | `5510 µm` |
| Run status | `finished clean` |
==> layout make-up <==
class	count	area, µm²	area share
multi-input combinational	516	3920	0.665
sequential	43	861	0.146
timing repair buffer	49	458	0.0777
inverter	72	270	0.0459
tap	172	215	0.0365
clock buffer	5	125	0.0212
clock inverter	3	43.8	0.00743
==> worst min-delay path: cells and delay by family, from the launching register on <==
kind,cells,cell delay (ps)
AOI/OAI and AO/OA,1,50
DFF,1,310
and+or+nand+nor,1,60
==> synth_stat cells, drive strengths merged (6+ instances only) <==
cell,n,area [µm²]
mux2i,22,220
nand2b,24,150
fa,12,240
xor2,11,96.3
buf,29,196
nand2,51,191
ha,99,1240
clkbuf,13,48.8
a211oi,12,90.1
a21oi,37,185
xnor2,10,87.6
inv,70,263
nor3,7,35.0
and2,6,37.5
nor2,64,240
o21ai,40,200
a21o,6,45.0
dfxtp,43,861
==> how the worst max path moves through the flow <==
stage / startpoint / end
5_1_grt: SW[0] / HEX4[6]$_SDFFE_PP1P_
4_1_cts: SW[0] / HEX4[0]$_SDFFE_PP0P_
6_report: SW[0] / HEX4[0]$_SDFFE_PP0P_
==> per-layer routing <==
layer | up-vias | global-route usage
li1 | 2276 | -
met1 | 2009 | 0.274
met2 | 66 | 0.312
met3 | 15 | 0.0213
met4 | 0 | 0.0190
met5 | - | 0
==> metrics by stage <==
step,utilization,std cells,worst slack [ps],area [µm²]
finish,0.467,860,1330,5890
global route,0.467,860,15.1,5890
floorplan,-,672,1250,5230
global placement,0.447,849,717,5650
CTS,0.461,857,721,5810
detailed placement,0.447,849,502,5650
==> sequential cells by signal, indices dropped and copies added (netlist names), 3 cells and up <==
register	cells
LEDR	3
step	3
HEX0	5
HEX5	6
HEX3	7
HEX4	7
intermediate_output	9
==> cell families after synthesis <==
group	synth area share
flops	0.167
simple gates	0.170
buf+inv	0.0999
compound gates	0.184
fa+ha+maj	0.288
mux	0.0536
other cells	0.00146
xor+xnor	0.0356
==> repair_timing <==
item	in CTS	in global routing
setup endpoints to repair	0	14
setup buffers	0	2
gates resized	0	10
endpoints found under the hold margin	0	0
